==> flow/design.v <==
module mac(input clk,rst,input [15:0] x,y,output [31:0]acc);
wire[31:0] w1,x1;
reg [15:0] in1,in2;
always@(posedge clk)
begin
in1<=x;in2<=y;
 if(rst)begin in1<=16'd0;in2<=16'd0;end
end
vm16bit v01(in1,in2,w1);
assign acc=w1+x1;
pipo p1(acc,clk,rst,x1);
endmodule
module pipo(input[31:0]rin,input clk,rst,output reg [31:0]rout);
always@(posedge clk )
 begin
  if(rst) rout<=31'd0;
  else rout<=rin;
 end
endmodule
module vm16bit(a,b,z);
  input [15:0] a,b;
  output [31:0] z;
  wire [63:0] s;
  wire c1,c2,c3;
  wire [15:0] s1;
  wire [15:0]sp;
  vm8bit v1(a[7:0],b[7:0],s[15:0]);
  vm8bit v2(a[7:0],b[15:8],s[31:16]);
  vm8bit v3(a[15:8],b[7:0],s[47:32]);
  vm8bit v4(a[15:8],b[15:8],s[63:48]);
  rca16 a1(s[31:16], s[47:32], 1'b0, s1[15:0], c1);
  rca16 a2(s1[15:0], {8'd0,s[15:8]} ,1'b0, sp[15:0],c2);
  rca16 a3(s[63:48], {6'd0,(c1&c2),(c1^c2),sp[15:8]}, 1'b0, z[31:16],c3);
  assign z[7:0]=s[7:0];
  assign z[15:8]=sp[7:0];
endmodule
module vm8bit(a,b,z);
  input [7:0] a,b;
  output [15:0] z;
  wire [31:0] s;
  wire c1,c2,c3;
  wire [7:0] s1;
  wire [7:0]sp;
  vm4bit v1(a[3:0],b[3:0],s[7:0]);
  vm4bit v2(a[3:0],b[7:4],s[15:8]);
  vm4bit v3(a[7:4],b[3:0],s[23:16]);
  vm4bit v4(a[7:4],b[7:4],s[31:24]);
  rca8 a1(s[15:8], s[23:16], 1'b0, s1[7:0], c1);
  rca8 a2(s1[7:0], {1'b0,1'b0,1'b0,1'b0,s[7:4]} ,1'b0, sp[7:0],c2);
  rca8 a3(s[31:24], {2'b00,(c1&c2),(c1^c2),sp[7:4]}, 1'b0, z[15:8],c3);
  assign z[3:0]=s[3:0];
  assign z[7:4]=sp[3:0];
endmodule
module vm4bit(a,b,z);
  input [3:0] a,b;
  output [7:0] z;
  wire [15:0] s;
  wire c1,c2,c3;
  wire [3:0] s1;
  wire [3:0]sp;
  vm2bit v1(a[1:0],b[1:0],s[3:0]);
  vm2bit v2(a[1:0],b[3:2],s[7:4]);
  vm2bit v3(a[3:2],b[1:0],s[11:8]);
  vm2bit v4(a[3:2],b[3:2],s[15:12]);
  rca4 a1(s[11:8],s[7:4],1'b0,s1[3:0],c1);
  rca4 a2(s1[3:0],{1'b0,1'b0,s[3],s[2]},1'b0,sp[3:0],c2);
  rca4 a3(s[15:12],{(c1&c2),(c1^c2),sp[3:2]},1'b0,z[7:4],c3);
  assign z[1:0]=s[1:0];
  assign z[3:2]=sp[1:0];
endmodule
module vm2bit(a,b,z);
  input [1:0] a,b;
  output [3:0] z;
  reg p[1:0][1:0];
  wire [1:0] s,c;
  integer i,j;
  always @(a,b) begin
    for(i=0;i<2;i=i+1) 
      for(j=0;j<2;j=j+1)
        p[j][i] = a[j] & b[i];end 
  ha h1(p[0][1],p[1][0],s[0],c[0]);
  ha h2(c[0],p[1][1],s[1],c[1]);
  assign z[0]=p[0][0];
  assign z[1]=s[0];
  assign z[2]=s[1];
  assign z[3]=c[1];
endmodule 
module rca16(a,b,cin,s,cout);
  input [15:0] a,b;
  input cin;
  output [15:0] s;
  output cout;
  wire c1;
rca8 a1(a[7:0],b[7:0],cin,s[7:0],c1);
rca8 a2(a[15:8],b[15:8],c1,s[15:8],cout);
endmodule 
module rca8(a,b,cin,s,cout);
  input [7:0] a,b;
  input cin;
  output [7:0] s;
  output cout;
  wire c1;
  rca4 a1(a[3:0],b[3:0],cin,s[3:0],c1);
  rca4 a2(a[7:4],b[7:4],c1,s[7:4],cout);
endmodule 
module rca4(a,b,cin,s,cout);
  input [3:0] a,b;
  input cin;
  output [3:0] s;
  output cout;
  wire c1,c2,c3;
  fa f1(a[0],b[0],cin,s[0],c1);
  fa f2(a[1],b[1],c1,s[1],c2);
  fa f3(a[2],b[2],c2,s[2],c3);
  fa f4(a[3],b[3],c3,s[3],cout);
endmodule 
module fa(input a,b,cin,output sum,carry);
  assign sum = a ^ b ^ cin;
  assign carry = (a & b) | (b & cin) | (cin & a);
endmodule 
module ha(input a,b,output sum,carry);
  assign sum = a ^ b;
  assign carry = a & b;
endmodule
==> flow/run.sh <==
#!/bin/bash
# OpenROAD 26Q1-2900-gdf79404cd8, Yosys 0.63+post, stock flow scripts
make -C /OpenROAD-flow-scripts/flow DESIGN_CONFIG=/design/flow/config.mk WORK_HOME=/design/flow/orfs finish
==> flow/config.mk <==
export PLATFORM = sky130hd
export DESIGN_NAME = mac
export DESIGN_NICKNAME = mac
export VERILOG_FILES = /design/flow/design.v
export SDC_FILE = /design/flow/constraint.sdc
export NUM_CORES = 4
export LEC_CHECK = 1
export CORE_UTILIZATION = 40
==> flow/constraint.sdc <==
current_design mac

set clk_period 25.4
set clk_io_pct 0.2

create_clock -name clk0 -period $clk_period [get_ports {clk}]

set non_clock_inputs [all_inputs -no_clocks]
set_input_delay [expr $clk_period * $clk_io_pct] -clock clk0 $non_clock_inputs
set_output_delay [expr $clk_period * $clk_io_pct] -clock clk0 [all_outputs]
==> impl_metrics.sql <==
-- load yosys + openroad results
INSERT INTO impl_metrics (metric_group, metric, value, unit) VALUES
('critical_path', 'worstReg2RegStart', 'in2[0]', ''),
('outcome', 'status', 'complete, no violations', ''),
('min_path', 'worstHoldEndpoint', 'p1.rout[0]', ''),
('final_timing', 'unrepaired_setup_endpoints_after_global_routing', 'no', ''),
('route', 'avgViaCountPerCell', '4.78', ''),
('clock_tree', 'clk_latency', '370', 'ps'),
('route', 'drc_errors', '0', ''),
('place', 'dpl.hpwl', '24500', 'um'),
('final_timing', 'timing.fmax', '50.3', 'MHz'),
('floorplan', 'ios', '66', ''),
('place', 'numPortBuffers', '65', ''),
('synth', 'post_synth_num_cell_types', '49', ''),
('floorplan', 'die-area', '0.0360', 'sq mm'),
('critical_path', 'worst_r2r_path_depth', '49', ''),
('synth', 'post_synth_mux_area_share', '0.00559', ''),
('synth', 'postSynthCellCount', '1521', ''),
('final_timing', 'number_of_failing_hold_endpoints_at_the_final_stage', '0', ''),
('route', 'drtIter0Drc', '289', ''),
('synth', 'synthAdderAreaFrac', '0.540', ''),
('min_path', 'hp-class', 'register to register', ''),
('global_route', 'antenna_violations_before_repair', '0', ''),
('final_timing', 'slew_headroom', '0.512', ''),
('power_and_ir_drop', 'ir_worst_vdd', '0.0885', 'mV'),
('final_timing', 'fin_tns_setup', '0', 'ps'),
('synth', 'synth_compound_gate_area_share', '0.0523', ''),
('synth', 'syn_area_per_cell', '9.28', 'sq um'),
('critical_path', 'path_buffers', '8', ''),
('final_timing', 'max_slew.worst_pin.slew', '732', 'ps'),
('synth', 'synth.cellmix.xorXnorShare', '0.0360', ''),
('final_timing', 'maxSlewViolCount', '0', ''),
('critical_path', 'setup.reg_to_reg.worst_slack', '11120', 'ps'),
('clock_tree', 'cts_buffers', '9', ''),
('floorplan', 'row_count', '68', ''),
('clock_tree', 'holdBufCountCts', '0', ''),
('finish', 'n_fill_cell', '3225', ''),
('synth', 'ys_seq_share', '0.0908', ''),
('power_and_ir_drop', 'power.density', '60.6', 'mW/mm^2'),
('global_route', 'grt_use_total', '0.183', ''),
('critical_path', 'timing.critical_path.required', '20320', 'ps'),
('critical_path', 'critical-path-max-stage-delay', '650', 'ps'),
('clock_tree', 'cts-root-to-sink-buffers', '2', ''),
('finish', 'synthToLayoutAreaGrowth', '10.3', '%'),
('critical_path', 'timing.critical_path.to_type', 'output port', ''),
('clock_tree', 'clockRootBuffer', 'sky130_fd_sc_hd__clkbuf_16', ''),
('critical_path', 'critPathTopFamily', 'adder cells', ''),
('critical_path', 'cp_data_arrival_time', '14800', 'ps'),
('run', 'max_cap_violations', '0', ''),
('min_path', 'worstHoldStart', 'p1.rout[0]', ''),
('critical_path', 'crit_type', 'register to output port', ''),
('route', 'antenna_cells', '0', ''),
('critical_path', 'critical_path.slowest_cell', 'sky130_fd_sc_hd__dfxtp_1', ''),
('critical_path', 'path_max_fanout', '16', ''),
('synth', 'yosys-dominant-comb-family', 'adder cells', ''),
('clock_tree', 'clkTransAtPathRegs', '60', 'ps'),
('synth', 'ys.warnings.count', '5', ''),
('floorplan', 'floorplan.die.width', '190', 'um'),
('min_path', 'hold_path_depth', '2', ''),
('global_route', 'grt-ovfl-total', '0', ''),
('global_route', 'largest_net_degree_at_the_start_of_global_routing', '49', ''),
('final_timing', 'finalClockPeriodUsage', '0.783', ''),
('route', 'post_drt_wl_per_cell', '14.7', 'um'),
('clock_tree', 'cts_tree', 'yes', ''),
('critical_path', 'critical_path.reg2reg.endpoint', 'p1.rout[31]', ''),
('clock_tree', 'post_cts.repair.setup_buffers', '0', ''),
('route', 'antenna_violating_nets_post_route', '0', ''),
('floorplan', 'area_of_the_core_region', '0.0346', 'sq mm'),
('finish', 'share_of_layout_cells_above_drive_strength_1', '0.0300', ''),
('route', 'drt-pass1-iter-count', '4', ''),
('global_route', 'number_of_global_route_vias_before_repair', '10100', ''),
('route', 'drt_total_wl', '29600', 'um'),
('power_and_ir_drop', 'total_power', '0.944', 'mW');
## metal layers
metal,up-vias,global-route usage,part of all wire
met5,-,0,0
met4,0,0.0223,0.015
met3,26,0.0484,0.064
met2,183,0.289,0.45
met1,4584,0.268,0.47
li1,4858,-,-
## Yosys cell counts, types with 7 or more instances
cell type / n / area [sq um]
sky130_fd_sc_hd__clkbuf_1: 51 / 191
sky130_fd_sc_hd__mux2_2: 7 / 78.8
sky130_fd_sc_hd__and2_1: 259 / 1620
sky130_fd_sc_hd__o21ai_0: 21 / 105
sky130_fd_sc_hd__nor3_1: 16 / 80.1
sky130_fd_sc_hd__a21oi_1: 31 / 155
sky130_fd_sc_hd__xnor2_1: 47 / 412
sky130_fd_sc_hd__nor2_1: 21 / 78.8
sky130_fd_sc_hd__nand4_1: 7 / 43.8
sky130_fd_sc_hd__a31oi_1: 8 / 50.1
sky130_fd_sc_hd__nor2b_1: 57 / 357
sky130_fd_sc_hd__dfxtp_1: 64 / 1280
sky130_fd_sc_hd__a211oi_1: 8 / 60.1
sky130_fd_sc_hd__and4_1: 7 / 61.3
sky130_fd_sc_hd__ha_1: 308 / 3850
sky130_fd_sc_hd__nand2_1: 24 / 90.1
sky130_fd_sc_hd__a21o_1: 12 / 90.1
sky130_fd_sc_hd__inv_1: 316 / 1190
sky130_fd_sc_hd__xor2_1: 11 / 96.3
sky130_fd_sc_hd__fa_1: 188 / 3760
## how the worst max path moves through the flow
stage	from	to	slack [ps]	depth (start not counted)
after CTS	in2[0]	acc[31]	5420	50
after global routing	in2[0]	acc[31]	4800	50
final	in2[0]	acc[31]	5520	50
## kinds of logic after synthesis
family / count (synthesis)
buf+inv: 368
simple gates: 415
mux: 7
fa+ha+maj: 496
flops: 64
xor+xnor: 58
compound gates: 113
## sequential cells by signal, summed over array words and instances (netlist names)
| signal | cells |
|---|---|
| in2 | 16 |
| p1.rout | 32 |
| in1 | 16 |
## cell usage in the layout, fill, tap and decap left out, drive strengths merged, types with 8 or more instances in the layout
master / instances
and2: 259
and4: 8
xor2: 11
buf: 17
clkdlybuf4s50: 64
inv: 317
ha: 308
o21ai: 21
a31oi: 8
fa: 188
clkbuf: 9
nor2: 21
a21o: 12
dfxtp: 64
nand2: 24
a21oi: 32
nor2b: 57
xnor2: 47
a211oi: 9
nor3: 16
## metrics by stage
stage,area [sq um],std cells,utilization,hold WS [ps]
after floorplan,14100,1521,-,524
final,15600,2021,0.449,579
after detailed placement,15200,2005,0.440,572
after global routing,15600,2021,0.449,652
after global placement,15200,2005,0.440,570
after CTS,15600,2021,0.449,592
## tightest hold or removal path: stages (launching register included)
cell and delay [ps]:
sky130_fd_sc_hd__dfxtp_1 310, sky130_fd_sc_hd__ha_1 120, sky130_fd_sc_hd__nor2b_1 110
## power by group
part           internal [mW]  total [mW]  switching, mW
clock network         0.0861       0.143         0.0566
registers              0.122       0.135         0.0125
logic                  0.321       0.666          0.345
## area by class of cell
class | instances | area (sq um) | share of cell area
clock buffer | 9 | 225 | 0.0145
clock inverter | 7 | 95.1 | 0.00611
inverter | 316 | 1190 | 0.0762
multi-input combinational | 1089 | 11400 | 0.735
sequential | 64 | 1280 | 0.0823
tap | 455 | 569 | 0.0366
timing repair buffer | 81 | 766 | 0.0492
Power figures rest on the tool's default switching activity, not on a simulated workload.
